==> flow/design.v <==
module uarttx(
    input wire clk,
    input wire rst,   
    output reg txd
);
    localparam IDLE = 2'b00;
    localparam START = 2'b01;
    localparam DATA = 2'b10;
    localparam STOP = 2'b11;
    reg [1:0] state = IDLE;
    reg [7:0] data = 8'b00110011;   
    reg [2:0] bit_counter = 0;      
    initial begin
        txd = 1;
    end
    always @(posedge clk or posedge rst) begin
        if (rst) begin
            txd <= 1;            
            state <= IDLE;
            bit_counter <= 0;
        end else begin
            case (state)
                IDLE: begin
                    txd <= 1;            
                    bit_counter <= 0;
                    state <= START;      
                end
                START: begin
                    txd <= 0;            
                    state <= DATA;
                end
                DATA: begin
                    txd <= data[bit_counter];  
                    if (bit_counter == 7) begin
                        bit_counter <= 0;
                        state <= STOP;
                    end else begin
                        bit_counter <= bit_counter + 1;
                    end
                end
                STOP: begin
                    txd <= 1;            
                    state <= IDLE;       
                end
            endcase
        end
    end
endmodule
module uartrx(
    input wire clk,
    input wire rst,   
    input wire rxd,
    output reg rxOut,
    output reg [7:0] datareg
);
    localparam IDLE = 2'b00;
    localparam START = 2'b01;
    localparam DATA = 2'b10;
    localparam STOP = 2'b11;
    reg [1:0] state = IDLE;
    reg [7:0] temp_data = 0;
    reg [2:0] bit_counter = 0;   
    initial begin
        rxOut = 0;
        datareg = 8'h00;
    end
    always @(posedge clk or posedge rst) begin
        if (rst) begin
            state <= IDLE;
            bit_counter <= 0;
            temp_data <= 8'h00;
            rxOut <= 0;
        end else begin
            case (state)
                IDLE: begin
                    rxOut <= 0;
                    if (rxd == 0) begin      
                        state <= START;
                    end
                end
                START: begin
                    if (rxd == 0) begin
                        state <= DATA;
                        bit_counter <= 0;
                    end else begin
                        state <= IDLE;       
                    end
                end
                DATA: begin
                    temp_data[bit_counter] <= rxd;
                    if (bit_counter == 7) begin
                        bit_counter <= 0;
                        state <= STOP;
                    end else begin
                        bit_counter <= bit_counter + 1;
                    end
                end
                STOP: begin
                    if (rxd == 1) begin      
                        datareg <= temp_data;   
                        rxOut <= 1;             
                        state <= IDLE;
                    end else begin
                        state <= IDLE;       
                    end
                end
            endcase
        end
    end
endmodule
module topModule(
    input wire clk,
    input wire rst,     
    output wire rxclk,
    output wire txclk,
    output wire txd,
    input wire rxd,
    output wire rxOut,
    output wire [7:0] datareg
);
    uartrx rx (
        .clk(rxclk),
        .rst(rst),
        .rxd(rxd),
        .rxOut(rxOut),
        .datareg(datareg)
    );
    uarttx tx (
        .clk(txclk),
        .rst(rst),
        .txd(txd)
    ); 
    reg [5:0] rx_counter = 0;
    reg [5:0] tx_counter = 0;
    reg rxclk_reg = 0;
    reg txclk_reg = 0;
    assign rxclk = rxclk_reg;
    assign txclk = txclk_reg;
    always @(posedge clk or posedge rst) begin
        if (rst) begin
            rx_counter <= 0;
            tx_counter <= 0;
            rxclk_reg <= 0;
            txclk_reg <= 0;
        end else begin
            if (rx_counter == 2) begin
                rx_counter <= 0;
                rxclk_reg <= ~rxclk_reg;
            end else begin
                rx_counter <= rx_counter + 1;
            end
            if (tx_counter == 24) begin
                tx_counter <= 0;
                txclk_reg <= ~txclk_reg;
            end else begin
                tx_counter <= tx_counter + 1;
            end
        end
    end
endmodule
==> flow/run.sh <==
#!/bin/bash
# OpenROAD 26Q1-2900-gdf79404cd8, Yosys 0.63+post, stock flow scripts
make -C /OpenROAD-flow-scripts/flow DESIGN_CONFIG=/design/flow/config.mk WORK_HOME=/design/flow/orfs finish
==> flow/config.mk <==
export PLATFORM = sky130hd
export DESIGN_NAME = topModule
export DESIGN_NICKNAME = topModule
export VERILOG_FILES = /design/flow/design.v
export SDC_FILE = /design/flow/constraint.sdc
export NUM_CORES = 4
export LEC_CHECK = 1
export CORE_AREA = 10 10 113 113
export DIE_AREA = 0 0 123 123
==> flow/constraint.sdc <==
current_design topModule

set clk_period 1.8
set clk_io_pct 0.2

create_clock -name clk0 -period $clk_period [get_ports {clk}]

set non_clock_inputs [all_inputs -no_clocks]
set_input_delay [expr $clk_period * $clk_io_pct] -clock clk0 $non_clock_inputs
set_output_delay [expr $clk_period * $clk_io_pct] -clock clk0 [all_outputs]
==> results.json <==
{
  "outcome": "completed",
  "antennaDiodeCount": 0,
  "finalCriticalPeriod_ps": 1540,
  "first_iter_violations": 27,
  "hpwlAfterDp_um": 2210,
  "setup_viol": 0,
  "grt_setup_unrepaired": "no",
  "grt_use_total": 0.0388,
  "cp_cell_sequence": "clkdlybuf4s50_1",
  "largestRegisters": "rx.datareg: 8 flops, rx.temp_data: 8 flops",
  "ys.flops": 42,
  "yosys.area.top_type": "dfrtp_1",
  "final.period_utilization": 0.857,
  "cp_num_cells": 1,
  "async_reset_ff_frac": 0.810,
  "rr_worst_depth": 4,
  "utilization": 0.221,
  "crit_path_max_fanout": 8,
  "startpoint": "txclk_reg",
  "initial_core_util": 0.186,
  "route.detailed.drc": 0,
  "critPathKind": "flop to output port",
  "hold_slack_ps": 475,
  "ctsHoldBuffers": 0,
  "r2r_slack_ps": 480,
  "avgViaCountPerCell": 3.71,
  "layout-area-overhead-vs-synth_pct": 18.9,
  "cts-root-buf": "clkbuf_8",
  "synth_area_sq_um": 1920,
  "yosysUniqueCellTypes": 35,
  "power.density_nw_per_um2": 282,
  "r2r_end": "txclk_reg",
  "dp.cells": 306,
  "routabilityCongestion": 0.780,
  "ctsHtreeMaxLevel": 1,
  "die_w_um": 123,
  "first_pass_iters": 4,
  "gr-total-overflow": 0,
  "grt_max_degree": 29,
  "cts_tree": "done",
  "cp.required_ps": 1440,
  "wl_um": 2830,
  "most_common_cell": "dfrtp_1",
  "relSlewSlack": 0.635,
  "cp-endpoint": "txclk",
  "synth_seq_share": 0.570,
  "common_cells": "33 x dfrtp_1, 15 x ha_1, 15 x nor2_1, 9 x inv_1, 9 x nand3_1",
  "crit_family": "buffers and inverters",
  "finalNonFillerCells": 310,
  "rows": 37,
  "drtAntennaViolNets": 0,
  "yosys_cells": 158,
  "edf_count": 8,
  "start_kind": "flop",
  "clk-insertion-delay-late_ps": 240,
  "route.detailed.wl_per_inst_um": 9.14,
  "drive_above_1_share": 0.0632,
  "io_pins": 15,
  "tightest_slew_ps": 546,
  "cts_resized": 0,
  "grt_pass1_wl_um": 5000,
  "postCtsSetupRepairBufs": 0,
  "report.final.slew_viol_count": 0,
  "synth_chip_area_sq_um": 1920,
  "warning_count": 33,
  "critical_path_buf_inv_count": 1,
  "rr_startpoint": "tx_counter[0]",
  "flop_cell": "dfrtp_1",
  "setup_tns_ps": 0,
  "area_leaders": "dfrtp_1 43%, edfxtp_1 13%, ha_1 9.8%, xor2_1 3.2%, mux2_1 2.9%",
  "static-leakage-power_nw": 0.972,
  "clk_path_buf_depth": 2,
  "synth.avg_cell_area_sq_um": 12.1,
  "cts_inserted_buffers": 3,
  "crit_path_max_incr_delay_ps": 500,
  "worst_ep_arrival_time_ps": 1180,
  "vias": 1151,
  "end_kind": "output port",
  "top_area_frac": 0.431,
  "grt_pass1_vias": 1095,
  "fin_skew_ps": 3.02,
  "antenna_found_initial": 0,
  "maxCapViolations": 0,
  "portBuffers": 14,
  "clk_transition_reported_paths_ps": 50,
  "hold_viol": 0,
  "min_path_type": "input pin to async pin",
  "unclocked_regs": 28,
  "die-area_sq_um": 15100,
  "untimed_endpoints": 46,
  "critPathSlowestCell": "clkdlybuf4s50_1",
  "ir_drop_uv": 205,
  "syn-instance-count": 158,
  "die_h_um": 123,
  "fill_cells": 1061,
  "yosys_warnings": 3,
  "fmax_mhz": 648,
  "coreArea_sq_um": 10300
}
[layout by cell type, fill, tap and decap left out, drive strengths merged, types with 2 or more instances in the layout]
cell type / n
a21oi: 5
a22o: 2
buf: 3
clkbuf: 4
clkdlybuf4s50: 14
dfrtp: 33
edfxtp: 8
ha: 15
inv: 9
mux2: 5
nand2: 7
nand2b: 7
nand3: 9
nor2: 15
nor2b: 2
nor4: 3
o21ai: 3
o2bb2ai: 5
xnor2: 5
xor2: 7
[metrics by stage]
stage / total power [mW] / area (sq um) / worst slack [ps]
after floorplan: 0.337 / 1920 / 637
after detailed placement: 0.350 / 2220 / 488
after global routing: 0.672 / 2280 / 197
after CTS: 0.658 / 2280 / 223
final: 0.642 / 2280 / 257
after global placement: 0.350 / 2220 / 501
[worst min path at each step]
stage,startpoint,depth (start not counted),slack (ps),to
after CTS,rx_counter[5],1,480,rx_counter[5]
final,rst,3,480,tx_counter[5]
after global routing,rx_counter[0],1,500,rx_counter[0]
[power breakdown]
group | internal, mW | switching [mW] | leakage (nW) | total, mW
registers | 0.315 | 0 | 0.491 | 0.315
logic | 0.00836 | 0.0196 | 0.452 | 0.0280
clock network | 0.193 | 0.106 | 0.0288 | 0.299
total | 0.517 | 0.126 | 0.972 | 0.642
[metal layers]
metal	part of all wire	vias to the layer above	GRT usage	wire length [um]
met5	0	-	0	0
met4	0.0095	0	0.00364	27
met3	0.080	2	0.0153	228
met2	0.42	18	0.0569	1190
met1	0.49	555	0.0557	1390
li1	-	576	-	-
[cells by family (layout without fill, tap and decap cells)]
family / Yosys count / count (layout) / synth area share
and+or+nand+nor: 50 / 50 / 0.143
DFF: 42 / 42 / 0.570
AOI/OAI and AO/OA: 19 / 19 / 0.0692
adders and majority gates: 15 / 15 / 0.0979
buffers and inverters: 14 / 30 / 0.0307
xor gates and xnor gates: 12 / 12 / 0.0548
muxes: 6 / 6 / 0.0346
[final cells by class]
class | count | area (sq um) | share of cell area
Clock buffer | 4 | 55.1 | 0.0241
Inverter | 9 | 33.8 | 0.0148
Multi-Input combinational cell | 102 | 766 | 0.336
Sequential cell | 42 | 1090 | 0.479
Tap cell | 136 | 170 | 0.0746
Timing Repair Buffer | 17 | 163 | 0.0714
Power and IR drop assume default switching activity.
