==> design/flow/design.v <==
module signalGenerator(
    input wire clk,
    output reg signal
);
    reg [7:0] count = 0;
    reg p = 0;
    initial begin
        signal = 0;  
    end
    always @(posedge clk) begin
        count <= count + 1;
        if (count == 8'h64) begin
            count <= 0;
            signal <= ~p;
            p <= ~p;
        end
    end
endmodule
==> design/flow/run.sh <==
#!/bin/bash
# OpenROAD 26Q1-2900-gdf79404cd8, Yosys 0.63+post, stock flow scripts
make -C /OpenROAD-flow-scripts/flow DESIGN_CONFIG=/design/flow/config.mk WORK_HOME=/design/flow/orfs finish
==> design/flow/config.mk <==
export PLATFORM = sky130hd
export DESIGN_NAME = signalGenerator
export DESIGN_NICKNAME = signalGenerator
export VERILOG_FILES = /design/flow/design.v
export SDC_FILE = /design/flow/constraint.sdc
export NUM_CORES = 4
export LEC_CHECK = 1
export CORE_AREA = 10 10 70 70
export DIE_AREA = 0 0 80 80
==> design/flow/constraint.sdc <==
current_design signalGenerator

set clk_period 2.1
set clk_io_pct 0.2

create_clock -name clk0 -period $clk_period [get_ports {clk}]

set non_clock_inputs [all_inputs -no_clocks]
set_input_delay [expr $clk_period * $clk_io_pct] -clock clk0 $non_clock_inputs
set_output_delay [expr $clk_period * $clk_io_pct] -clock clk0 [all_outputs]
==> reports/qor.txt <==
Synth Area per Inst - 10.0 um^2
Worst Tran Pin Value - 0.242 ns
maxcap violations - 0
Post-CTS Setup Bufs - 0
top post-synthesis cells by count - dfxtp_1, nand3_1, nor2_1
Die ar. - 6400 um^2
Post-CTS Hold Fix Bufs - 0
Initial Util - 0.114
hold_sp - count[7]$_SDFF_PN0_
R2R setup slack - 0.56 ns
Die Wd - 80 um
Finished Cell Area - 484 um^2
slowest stage delay, CP - 0.49 ns
dpl cells - 86
Max-slew headroom - 0.839
Storage cell area - 190 um^2
max-slew violations - 0
CP Class - reg -> reg
core area - 3420 um^2
Yosys Chip Area - 390 um^2
final antenna-violating net count - 0
flops out of synthesis - 9
WL/cell - 6.78 um
Final GP Congestion - 0.749
CTS Buf Count - 3
first-pass GRT wire length - 1.04 mm
CP endpoint kind - flip-flop
FFs w/ async S/R, synth - 0
initial antenna violation count - 0
Top Ports - 2
logic area - 185 um^2
Bufs and invs on worst path - 1
CP startpoint kind - flip-flop
Tcrit/Tclk final - 0.733
fmax - 649 MHz
largest area contributor in the netlist - dfxtp_1
CP Max Fanout - 5
area share, top type - 0.410
Final min period - 1.54 ns
cell count after synthesis - 39
critical path arrival - 1.50 ns
R2R Path Start - count[0]$_SDFF_PN0_
DR iter-0 viols - 6
layout cells sized above 1 - 0.136
Global Route Usage Sum - 0.0203
Worst Reg-to-Reg Cells - 4
Slowest-stage cell, CP - or4b_4
Clock Skew - 0.00376 ns
LEAKAGE - 0.168 nW
Setup WS pre-CTS - 0.589 ns
# port buffers - 1
H-Tree Depth - 1
drt total wl - 610 um
worst-path cell chain - inv_1 > ha_1 > or4b_4 > nor2_4
cell area after synthesis - 390 um^2
Critical Path RT - 2.06 ns
synth unique cells - 18
PnR worst setup slack - 0.560 ns
first drt pass iteration count - 3
Inserted Diodes - 0
CTS max path bufs - 2
family with the most delay on the worst path - simple AND/OR/NAND/NOR gates
Cell Area, Placed - 458 um^2
power density over the cells - 629 nW/um^2
Die Y - 80 um
worst r2r dst - signal$_DFFE_PN_
worst hold endpoint - count[7]$_SDFF_PN0_
clock root buffer - clkbuf_4
Final Setup Violations - 0
Main area contributors - dfxtp_1, edfxtp_1, ha_1
top cell type by instance count after synthesis - dfxtp_1
Post-synth top flop - dfxtp_1
largest net degree at the start of global routing - 8
filler-free cell count of the finished design - 90
P&R area growth vs syn - 24.0%
status - finished clean
Std-Cell Rows - 21
CTS tree - built
drt via density - 3.01
Hold Vio Cnt, Final - 0
Reg clk slew, reported paths - 0.06 ns
Max VDD drop - 0.419 mV
clock sink count - 9
fill count - 386
post-cts sizing count - 0
hold depth - 1
tool warnings - 26
final setup TNS - 0 ns
Ys Warns - 1
post-DP HPWL - 429 um
Seq/Total Area, Yosys - 0.487
Residual DRC - 0
RSZ-0062 raised after global routing - no
number of synthesized flops with an enable pin - 1
yosys cell count - 39
via count - 271
vias in the first global route - 244
worst hold path type - reg -> reg
insertion delay at the late pin of the worst-skew pair - 0.26 ns
GRT overflow - 0
through the flow:
stage / hold slack (ns) / power, mW / utilization
detailed placement: 0.449 / 0.177 / 0.134
finish: 0.462 / 0.305 / 0.142
CTS: 0.463 / 0.310 / 0.142
floorplan: 0.432 / 0.177 / -
global route: 0.490 / 0.324 / 0.142
global placement: 0.449 / 0.177 / 0.134
worst max-delay path by stage:
stage | start | slack [ns] | endpoint | cells after the start
CTS | count[0]$_SDFF_PN0_ | 0.57 | signal$_DFFE_PN_ | 4
global route | count[0]$_SDFF_PN0_ | 0.52 | signal$_DFFE_PN_ | 4
finish | count[0]$_SDFF_PN0_ | 0.56 | signal$_DFFE_PN_ | 4
worst reg2reg max path, delay by kind of cell (launching register included):
| family | cells | cell delay [ns] |
|---|---|---|
| buf+inv | 1 | 0.08 |
| simple gates | 2 | 0.68 |
| flops | 1 | 0.35 |
| fa+ha+maj | 1 | 0.13 |
layout make-up:
| type | count | area share |
|---|---|---|
| multi-input cells | 26 | 0.382 |
| clock buffers | 4 | 0.0543 |
| flip-flops and latches | 9 | 0.393 |
| well taps | 46 | 0.119 |
| inverters | 4 | 0.0310 |
| repair buffers | 1 | 0.0207 |
flip-flops by register name (all words and copies together), names as in the netlist:
name and flops:
count 8, signal 1
power breakdown:
part	switching (mW)	internal (mW)	leakage, nW
sequential	0	0.173	0.0760
combinational	0	0	0.0768
clock	0.0582	0.0731	0.0150
total	0.0582	0.246	0.168
cells by family (layout without fill, tap and decap cells):
family | after synthesis | after routing | share of synthesized area
compound gates | 3 | 3 | 0.0641
buf+inv | 4 | 9 | 0.0385
fa+ha+maj | 2 | 2 | 0.0641
simple gates | 17 | 17 | 0.256
flops | 9 | 9 | 0.487
xor+xnor | 4 | 4 | 0.0898
metal layers:
metal	up-vias	track usage	share of wire
li1	141	-	-
met1	125	0.0263	0.56
met2	5	0.0257	0.33
met3	0	0.0170	0.11
met4	0	0.00176	0
met5	-	0	0
layout by cell type (no fill, tap or decap), types with 2 or more instances in the layout:
cell type  n
ha_1       2
dfxtp_1    8
inv_1      4
clkbuf_4   3
xor2_1     2
xnor2_1    2
nor2_1     5
nand3_1    5
Power figures rest on the tool's default switching activity, not on a simulated workload.
