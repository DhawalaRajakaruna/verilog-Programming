$ cat ./design.v
module dataPulse(
    input wire clk,
    output reg pulse_out
);
    reg [7:0] data = 8'h00;   
    reg [3:0] count = 0;            
    initial pulse_out = 1;          
    always @(posedge clk) begin
        if (count < 8) begin
            pulse_out <= data[count];   
            count <= count + 1;
        end
        else begin
            pulse_out <= 1;   
        end
    end
endmodule
$ cat ./run.sh
#!/bin/bash
# OpenROAD 26Q1-2900-gdf79404cd8, Yosys 0.63+post, stock flow scripts
make -C /OpenROAD-flow-scripts/flow DESIGN_CONFIG=/design/flow/config.mk WORK_HOME=/design/flow/orfs finish
$ cat ./config.mk
export PLATFORM = sky130hd
export DESIGN_NAME = dataPulse
export DESIGN_NICKNAME = dataPulse
export VERILOG_FILES = /design/flow/design.v
export SDC_FILE = /design/flow/constraint.sdc
export NUM_CORES = 4
export LEC_CHECK = 1
export CORE_AREA = 10 10 70 70
export DIE_AREA = 0 0 80 80
$ cat ./constraint.sdc
current_design dataPulse

set clk_period 1.1
set clk_io_pct 0.2

create_clock -name clk0 -period $clk_period [get_ports {clk}]

set non_clock_inputs [all_inputs -no_clocks]
set_input_delay [expr $clk_period * $clk_io_pct] -clock clk0 $non_clock_inputs
set_output_delay [expr $clk_period * $clk_io_pct] -clock clk0 [all_outputs]
==> impl_metrics.py <==
# Generated from Yosys and OpenROAD reports
metrics = {
    "critical_path": {
        "critical_path_class": "reg2reg",
        "crit_fanout": 3,
        "slowest_stage": "edfxtp_1",
        "worstSetupEndpointType": "flop",
        "cp-start-kind": "flop",
        "r2r_setup_slack_ps": 70,
        "reg2reg_from": "count[0]$_DFFE_PN_",
        "cpPeakStageDelay_ps": 420,
        "startpoint": "count[0]$_DFFE_PN_",
        "worstSetupEndpoint": "count[2]$_DFFE_PN_",
        "cp_cell_sequence": "ha_1, xor2_1",
        "cp.required_ps": 1090,
        "critPathArrivalTime_ps": 1030,
        "reg2regPathDepth": 2,
        "rr_endpoint": "count[2]$_DFFE_PN_",
    },
    "timing": {
        "finalClockSkew_ps": 6.78,
        "finalHoldViolations": 0,
        "fin_ws_ps": 66.7,
        "clock.fmax_mhz": 968,
        "tightest_slew_ps": 160,
        "min_period_over_period_pct": 93.9,
        "setup_viol": 0,
        "rsz0062_at_grt": "no",
        "min_period_ps": 1030,
        "slew_violations": 0,
        "whs_ps": 421,
        "slew_headroom_pct": 89.3,
        "finalSetupTns_ps": 0,
    },
    "flow_run": {
        "tool_warnings": 25,
        "max_cap_violations": 0,
    },
    "clock_tree": {
        "cts_setup_buffers": 0,
        "cts_htree_levels": 1,
        "clock_latency_ps": 240,
        "tritoncts": "yes",
        "cts_max_path_buffers": 2,
        "clock_sinks": 5,
        "cts_buffers": 3,
        "cts-root-buf": "clkbuf_4",
        "cts.repair.resized": 2,
        "clk_pin_slew_worst_paths_ps": 50,
        "cts_hold_buf": 0,
    },
    "logic_synthesis": {
        "synth_flops": 5,
        "synth-edff-count": 4,
        "top_area_cell": "edfxtp_1",
        "synthTopCellsByCount": "4 x edfxtp_1, 2 x inv_1",
        "ys_area_um2": 183,
        "synthArstFlopShare_pct": 0,
        "top_area_share_pct": 65.8,
        "netlist_area_um2": 183,
        "avgSynthCellArea_um2": 16.6,
        "ff_type": "edfxtp_1",
        "synth_seq_share_pct": 76.7,
        "yosys_warnings": 1,
        "yosysUniqueCellTypes": 7,
        "top_cell": "edfxtp_1",
        "syn_inst": 11,
        "area_leaders": "edfxtp_1 66%, dfxtp_1 11%, ha_1 6.8%",
        "ys_cells": 11,
    },
    "routing": {
        "drc_errors": 0,
        "dr.first_iter.drc_count": 4,
        "routedWlPerCell_um": 4.26,
        "n_antenna_cell": 0,
        "drt_first_pass_iters": 4,
        "via_per_inst": 1.52,
        "postRouteAntennaNets": 0,
        "vias": 94,
        "routed_wl_um": 264,
    },
    "global_route": {
        "grt_usage_pct": 0.931,
        "grt_pass1_wl_um": 441,
        "grt_pass1_vias": 107,
        "antenna_found_initial": 0,
        "grt-ovfl-total": 0,
        "grt_max_degree": 5,
    },
    "placement": {
        "dpl_cell_area_um2": 250,
        "numPortBuffers": 1,
        "dpl_worst_slack_ps": 75.6,
        "hpwl_um": 182,
        "gp_congestion": 0.655,
    },
    "pwr": {
        "p_leak_nw": 0.100,
        "power_density_nw_per_um2": 1490,
        "vdd.ir_drop.worst_mv": 0.745,
    },
    "floorplanning": {
        "fp.dieH_um": 80,
        "coreArea_um2": 3420,
        "die-area_um2": 6400,
        "num_rows": 21,
        "initCoreUtil_pct": 5.35,
        "ioPinCount": 2,
        "die_w_um": 80,
    },
    "min_path": {
        "hold_class": "reg2reg",
    },
    "cells_and_area": {
        "logic_area_um2": 35.0,
        "synthToLayoutAreaGrowth_pct": 51.4,
        "fillers": 405,
        "seq_area_um2": 141,
        "drive_gt1_share_pct": 25.0,
        "design_area_um2": 277,
    },
    "outcome": {
        "status": "completed",
    },
}
==> critical path, delay by kind of cell (launching register included) <==
kind                     cells  cell delay (ps)
flip-flops                   1              420
adder cells (fa/ha/maj)      1              230
XOR/XNOR                     1              140
==> routing by layer <==
metal | wire length (um) | up-vias | track usage [%] | part of all wire (%)
met5 | 0 | - | 0 | 0
met4 | 0 | 0 | 0.176 | 0
met3 | 44 | 0 | 1.14 | 17
met2 | 82 | 7 | 0.963 | 31
met1 | 136 | 41 | 1.15 | 52
li1 | - | 46 | - | -
==> power breakdown <==
part / total (mW) / switching (mW) / internal (mW)
logic: 0.0000000302 / 0 / 0
clock network: 0.210 / 0.0734 / 0.137
registers: 0.202 / 0 / 0.202
total: 0.413 / 0.0734 / 0.339
==> state kept, by name, indices dropped and copies added (netlist names) <==
name       flops
count          4
pulse_out      1
==> area by class of cell <==
cell class                 instances  share of cell area, %
clock buffer                       4                   9.50
inverter                           2                   2.71
multi-input combinational          4                   12.7
sequential                         5                   51.1
tap                               46                   20.8
timing repair buffer               1                   3.17
==> layout by cell type (no fill, tap or decap) <==
cell type	instances
edfxtp_1	4
ha_1	1
nand3_1	1
clkbuf_4	3
xnor2_1	1
dlygate4sd2_1	1
dfxtp_2	1
xor2_1	1
inv_1	2
clkbuf_1	1
==> how the worst min path moves through the flow <==
| stage | depth (start not counted) | start | end |
|---|---|---|---|
| 6_report | 0 | count[3]$_DFFE_PN_ | pulse_out$_SDFF_PP1_ |
| 4_1_cts | 0 | count[3]$_DFFE_PN_ | pulse_out$_SDFF_PP1_ |
| 5_1_grt | 0 | count[3]$_DFFE_PN_ | pulse_out$_SDFF_PP1_ |
==> per-stage QoR <==
stage	power, mW	cells	utilization, %
finish	0.413	62	8.10
global route	0.439	62	8.10
CTS	0.421	62	8.10
detailed placement	0.205	58	7.33
global placement	0.205	58	7.33
floorplan	0.205	11	-
==> kinds of logic (layout without fill, tap and decap cells) <==
| logic type | count (synthesis) | after routing | share of synthesized area (%) |
|---|---|---|---|
| AND/OR/NAND/NOR | 1 | 1 | 2.74 |
| flip-flops | 5 | 5 | 76.7 |
| buffers and inverters | 2 | 7 | 4.11 |
| XOR/XNOR | 2 | 2 | 9.59 |
| adder cells (fa/ha/maj) | 1 | 1 | 6.85 |
Power and IR drop assume default switching activity.
